==> design/flow/design.v <==
module dff (q, d, clk, rst);
    output         q;
    input          d;
    input          clk;
    input          rst;
    reg            state;
    assign #(1) q = state;
    always @(posedge clk) begin
      state = rst? 0 : d;
    end
endmodule
module pipe3 ( 
   q_nop_s3,
   q_keepcurr_s3,
   q_DMemEn_s3,
   q_DMemWrite_s3,
   q_DMemDump_s3,
   q_MemToReg_s3,
   q_Jump_Br_s3,
   q_RegWrite_s3,
   q_writeReg_s3,
   q_pcPlus2_s3,
   q_ALUout_s3,
   q_writeData_s3,
   q_instruction_out_s3,
   clk,
   rst,
   nop_s3,
   keepcurr_s3,
   DMemEn_s3,
   DMemWrite_s3,
   DMemDump_s3,
   MemToReg_s3,
   Jump_Br_s3,
   RegWrite_s3,
   writeReg_s3,
   pcPlus2_s3,
   ALUout_s3,
   writeData_s3,
   instruction_out_s3,
   Stall4,
   Done4
   );
   input clk,rst,Stall4,Done4;
   input nop_s3,keepcurr_s3,DMemEn_s3,DMemWrite_s3,DMemDump_s3,MemToReg_s3,Jump_Br_s3,RegWrite_s3;
   input [2:0] writeReg_s3;
   input [15:0] pcPlus2_s3,ALUout_s3,writeData_s3,instruction_out_s3;
   output q_nop_s3,q_keepcurr_s3,q_DMemEn_s3,q_DMemWrite_s3,q_DMemDump_s3,q_MemToReg_s3,q_Jump_Br_s3,q_RegWrite_s3;
   output [2:0] q_writeReg_s3;
   output [15:0] q_pcPlus2_s3,q_ALUout_s3,q_writeData_s3,q_instruction_out_s3;
   wire d_DMemEn_s3, d_DMemWrite_s3,
        d_DMemDump_s3, d_MemToReg_s3, d_Jump_Br_s3,
        d_RegWrite_s3;		
   wire [2:0] d_writeReg_s3;
   wire [15:0] d_pcPlus2_s3, d_ALUout_s3, d_writeData_s3, d_instruction_out_s3;
   assign d_DMemEn_s3 = (Stall4) ? q_DMemEn_s3 : DMemEn_s3;
   assign d_DMemWrite_s3 = (Stall4) ? q_DMemWrite_s3 : DMemWrite_s3;
   assign d_DMemDump_s3 = (Stall4) ? q_DMemDump_s3 : DMemDump_s3;
   assign d_MemToReg_s3 = (Stall4) ? q_MemToReg_s3 : MemToReg_s3;
   assign d_Jump_Br_s3 = (Stall4) ? q_Jump_Br_s3 : Jump_Br_s3;
   assign d_RegWrite_s3 = (Stall4) ? q_RegWrite_s3 : RegWrite_s3;
   assign d_writeReg_s3 = (Stall4) ? q_writeReg_s3 : writeReg_s3;
   assign d_pcPlus2_s3 = (Stall4) ? q_pcPlus2_s3 : pcPlus2_s3;
   assign d_ALUout_s3 = (Stall4) ? q_ALUout_s3 : ALUout_s3;
   assign d_writeData_s3 = (Stall4) ? q_writeData_s3 : writeData_s3;
   assign d_keepcurr_s3 = (Stall4) ? q_keepcurr_s3 : keepcurr_s3;
   assign d_nop_s3 = (Stall4) ? q_nop_s3 : nop_s3;
   assign d_instruction_out_s3 = (Stall4) ? q_instruction_out_s3 : instruction_out_s3;
   r1_b nop_s3_reg(.q(q_nop_s3), .d(d_nop_s3), .clk(clk), .rst(rst));
   r1_b keepcurr_s3_reg(.q(q_keepcurr_s3), .d(d_keepcurr_s3), .clk(clk), .rst(rst));
   r1_b DMemEn_s3_reg(.q(q_DMemEn_s3), .d(d_DMemEn_s3), .clk(clk), .rst(rst));
   r1_b DMemWrite_s3_reg(.q(q_DMemWrite_s3), .d(d_DMemWrite_s3), .clk(clk), .rst(rst));
   r1_b DMemDump_s3_reg(.q(q_DMemDump_s3), .d(d_DMemDump_s3), .clk(clk), .rst(rst));
   r1_b MemToReg_s3_reg(.q(q_MemToReg_s3), .d(d_MemToReg_s3), .clk(clk), .rst(rst));
   r1_b Jump_Br_s3_reg(.q(q_Jump_Br_s3), .d(d_Jump_Br_s3), .clk(clk), .rst(rst));
   r1_b RegWrite_s3_reg(.q(q_RegWrite_s3), .d(d_RegWrite_s3), .clk(clk), .rst(rst));
   r3_b writeReg_s3_reg(.q(q_writeReg_s3), .d(d_writeReg_s3), .clk(clk), .rst(rst));
   r16_b pcPlus2_s3_reg(.q(q_pcPlus2_s3), .d(d_pcPlus2_s3), .clk(clk), .rst(rst));
   r16_b ALUout_s3_reg(.q(q_ALUout_s3), .d(d_ALUout_s3), .clk(clk), .rst(rst));
   r16_b writeData_s3_reg(.q(q_writeData_s3), .d(d_writeData_s3), .clk(clk), .rst(rst));
   r16_b instruction_out_s3_reg(.q(q_instruction_out_s3), .d(d_instruction_out_s3), .clk(clk), .rst(rst));
endmodule
module r16_b(q, d, clk, rst);
    input [15:0] d;
    input clk, rst;
    output [15:0] q;
    dff dff0 (.q(q[0]),  .d(d[0]),  .clk(clk), .rst(rst)),
        dff1 (.q(q[1]),  .d(d[1]),  .clk(clk), .rst(rst)),
        dff2 (.q(q[2]),  .d(d[2]),  .clk(clk), .rst(rst)),
        dff3 (.q(q[3]),  .d(d[3]),  .clk(clk), .rst(rst)),
        dff4 (.q(q[4]),  .d(d[4]),  .clk(clk), .rst(rst)),
        dff5 (.q(q[5]),  .d(d[5]),  .clk(clk), .rst(rst)),
        dff6 (.q(q[6]),  .d(d[6]),  .clk(clk), .rst(rst)),
        dff7 (.q(q[7]),  .d(d[7]),  .clk(clk), .rst(rst)),
        dff8 (.q(q[8]),  .d(d[8]),  .clk(clk), .rst(rst)),
        dff9 (.q(q[9]),  .d(d[9]),  .clk(clk), .rst(rst)),
        dff10(.q(q[10]), .d(d[10]), .clk(clk), .rst(rst)),
        dff11(.q(q[11]), .d(d[11]), .clk(clk), .rst(rst)),
        dff12(.q(q[12]), .d(d[12]), .clk(clk), .rst(rst)),
        dff13(.q(q[13]), .d(d[13]), .clk(clk), .rst(rst)),
        dff14(.q(q[14]), .d(d[14]), .clk(clk), .rst(rst)),
        dff15(.q(q[15]), .d(d[15]), .clk(clk), .rst(rst));
endmodule
module r1_b(q, d, clk, rst);
    input d;
    input clk, rst;
    output q;
    dff dff0 (.q(q),  .d(d),  .clk(clk), .rst(rst));
endmodule
module r3_b(q, d, clk, rst);
    input [2:0] d;
    input clk, rst;
    output [2:0] q;
    dff dff0 (.q(q[0]),  .d(d[0]),  .clk(clk), .rst(rst)),
        dff1 (.q(q[1]),  .d(d[1]),  .clk(clk), .rst(rst)),
        dff2 (.q(q[2]),  .d(d[2]),  .clk(clk), .rst(rst));
endmodule
==> design/flow/run.sh <==
#!/bin/bash
# OpenROAD 26Q1-2900-gdf79404cd8, Yosys 0.63+post, stock flow scripts
make -C /OpenROAD-flow-scripts/flow DESIGN_CONFIG=/design/flow/config.mk WORK_HOME=/design/flow/orfs finish
==> design/flow/config.mk <==
export PLATFORM = sky130hd
export DESIGN_NAME = pipe3
export DESIGN_NICKNAME = pipe3
export VERILOG_FILES = /design/flow/design.v
export SDC_FILE = /design/flow/constraint.sdc
export NUM_CORES = 4
export LEC_CHECK = 1
export CORE_UTILIZATION = 40
==> design/flow/constraint.sdc <==
current_design pipe3

set clk_period 1.0
set clk_io_pct 0.2

create_clock -name clk0 -period $clk_period [get_ports {clk}]

set non_clock_inputs [all_inputs -no_clocks]
set_input_delay [expr $clk_period * $clk_io_pct] -clock clk0 $non_clock_inputs
set_output_delay [expr $clk_period * $clk_io_pct] -clock clk0 [all_outputs]
==> job_summary.md <==
### Yosys + OpenROAD results

| Metric | Value |
|---|---|
| Status | `completed` |
| Worst EP arrival | `760 ps` |
| Die width | `91.7 um` |
| GRT met3 Usage | `0.0481` |
| Met2 Use GR | `0.220` |
| Total global routing overflow | `0` |
| Max stage delay on crit path | `about 320 ps` |
| H-tree depth | `3` |
| CP max-delay cell | `dfxtp_2` |
| Final Worst Setup Slack | `between 30 and 40 ps` |
| Fp util | `0.414` |
| Fillers | `between 700 and 800` |
| Skew final | `0 ps` |
| Final hold violations | `0` |
| Synth top area cells | `dfxtp_1, mux2i_1, buf_4` |
| Final hold slack | `just over 300 ps` |
| Fin. max-slew vios | `0` |
| Class of the worst hold path | `input port to flip-flop` |
| Die area | `approximately 0.0084 sq mm` |
| Static leakage | `2.05 nW` |
| Post-synthesis register bit count | `roughly 75` |
| Drt pass-1 iters | `4` |
| Post-route ant nets | `0` |
| Detailed Route WL | `between 6000 and 7000 um` |
| Std-Cell Rows | `32` |
| Log Warnings | `27` |
| Clk root buf | `clkbuf_8` |
| Ys async rst share | `0` |
| Setup Total Neg Slack | `0 ps` |
| Switch Pwr | `approximately 1.4 mW` |
| Syn. warnings | `3` |
| Routed vias | `between 2,000 and 2,500` |
| Max-slew headroom | `0.859` |
| # setup viols final | `0` |
| Worst Path Max Fanout | `2` |
| First-pass GRT wire length | `a little under 10,000 um` |
| Worst ir drop on vdd | `~0.73 mV` |
| Largest logic family | `multiplexers` |
| Clock power frac | `0.321` |
| Yosys-reported design area after synthesis | `~0.0032 sq mm` |
| Adder Area Share | `0` |
| Pin slew with the least headroom to its limit | `between 200 and 250 ps` |
| Simple-gate share of the synthesized area | `0.0874` |
| Clock latency (worst-skew pair) | `roughly 330 ps` |
| Dpl ws | `-5.54 ps` |
| Mapped cell area | `between 0.003 and 0.004 sq mm` |
| Ao+oa area frac | `0` |
| Initial drt markers | `between 50 and 60` |
| GRT Overall Usage | `0.147` |
| Period utilization | `0.961` |
| Sequential cell area | `0.00160 sq mm` |
| Placer Congestion | `between 0.7 and 0.8` |
| CTS tree | `built` |
| Core ar. | `0.00777 sq mm` |
| Max-area cell share | `0.466` |
| Area grow syn2layout | `29.3%` |
| Int Pwr | `4.73 mW` |
| Syn Area/Cell | `about 10 sq um` |
| Met1 GRT Util | `0.217` |
| Post-synth EDFFs | `0` |
| Cell accounting for the most synthesized area | `dfxtp_1` |
| Min cycle time layout | `between 900 and 1000 ps` |
| Wire length per cell | `~12 um` |
| Synth cell count leaders | `dfxtp_1, mux2i_1, nor2_1` |
| CP endpoint kind | `primary output` |
| Final core utilization | `0.536` |
| Worst Setup Start Kind | `flip-flop` |
| Family with the most delay on the worst path | `flip-flops` |
| I/O pin cnt | `approximately 150` |
| Fmax | `~1.0 GHz` |
| Layout cells sized above 1 | `0.430` |
| Maximum number of pins on one net before global-route repair | `44` |
| Max-capacitance violation count | `0` |
| Count of input and output buffers | `approximately 150` |
| Vias in the first global route | `approximately 2,000` |
| Combinational fraction of design power | `0.142` |
| Synth Instances | `roughly 310` |
| Xor+xnor area frac | `0` |
| Clock-pin slew on the worst setup and hold paths | `around 70 ps` |
| ANT cells | `0` |
| Worst EP required | `approximately 800 ps` |
| Yosys Instances | `309` |
| Flop pwr share | `0.536` |
| Gate Area | `0.00103 sq mm` |
| Net Sw Frac | `0.226` |
| CP Buf/Inv Count | `1` |
| Chip Height | `around 92 um` |
| Mux share | `0.233` |
| Seq/Total Area, Yosys | `0.466` |
| Cell variety after synth | `8` |
| Initial antenna violation count | `0` |
| Number of CTS-inserted buffers | `9` |
| Clock Path Buffers | `2` |
| Post-synth top flop | `dfxtp_1` |
| CTS Sinks | `about 75` |
| Routed vias/inst | `4.33` |
| Gr busiest metal | `met2` |
| Cell Pwr Density | `roughly 1500 mW/mm^2` |
| DRC violations left | `0` |
| RSZ-0062 raised after global routing | `true` |
| Crit-path cells | `buf_2` |
| WS Path Type | `flip-flop to primary output` |
| DP HPWL | `roughly 4300 um` |
-- power by group through the flow --
| stage | Sequential, mW | Clock (mW) | Combinational (mW) |
|---|---|---|---|
| CTS | 3.27 | 2.07 | 0.883 |
| global route | 3.30 | 2.19 | 0.956 |
| finish | 3.27 | 1.96 | 0.869 |
-- through the flow --
| step | std cells | area, sq um | total power, mW |
|---|---|---|---|
| 3_3_place_gp | 484 | 4280 | 4.34 |
| 4_1_cts | 500 | 4160 | 6.22 |
| 6_report | 500 | 4160 | 6.10 |
| 2_1_floorplan | 309 | 3220 | 3.88 |
| 5_1_grt | 500 | 4160 | 6.44 |
| 3_5_place_dp | 484 | 4280 | 4.35 |
-- layout make-up --
| cell class | instances | area share |
|---|---|---|
| flip-flops and latches | 75 | 0.383 |
| repair buffers | 158 | 0.299 |
| multi-input cells | 150 | 0.248 |
| well taps | 102 | 0.0307 |
| clock inverters | 3 | 0.00361 |
| clock buffers | 12 | 0.0349 |
-- per-layer routing --
layer  vias to the layer above  routed length (um)
met3                        10                 597
met1                       959                2910
met5                         -                   0
met4                         0                  93
met2                        94                2630
li1                       1100                   -
-- what timing repair did --
item,CTS,global route
setup buffers,1,0
hold buffers,0,0
hold endpoints to repair,0,0
gates resized,301,0
setup endpoints to repair,75,2
-- layout by cell type (no fill, tap or decap) --
master / Yosys / final
buf_2: 5 / 76
dfxtp_2: 0 / 75
mux2i_1: 75 / 75
nor2_1: 75 / 75
clkdlybuf4s50_1: 0 / 75
clkbuf_8: 0 / 10
buf_12: 6 / 5
clkinv_2: 0 / 3
clkbuf_1: 3 / 2
buf_4: 69 / 2
-- cells by family (layout without fill, tap and decap cells) --
kind of cell  after synthesis  after routing
mux                        75             75
simple gates               75             75
buf+inv                    84            173
flops                      75             75
-- final timing paths --
path	from	endpoint	slack [ps]	cells after the start
setup / recovery	pcPlus2_s3_reg.dff9.state	q_pcPlus2_s3[9]	40	1
setup reg to reg	pcPlus2_s3_reg.dff14.state	pcPlus2_s3_reg.dff14.state	280	3
hold reg to reg	pcPlus2_s3_reg.dff3.state	pcPlus2_s3_reg.dff3.state	480	2
hold / removal	rst	ALUout_s3_reg.dff6.state	300	3
-- worst min-delay path, stage by stage --
cell and delay [ps]:
buf_2 140, buf_12 190, nor2_1 60
No activity file was given, so power comes from the tool's default toggle rates.
