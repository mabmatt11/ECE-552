`flow/constraint.sdc`:
```
current_design pipe2

set clk_period 1.1
set clk_io_pct 0.2

create_clock -name clk0 -period $clk_period [get_ports {clk}]

set non_clock_inputs [all_inputs -no_clocks]
set_input_delay [expr $clk_period * $clk_io_pct] -clock clk0 $non_clock_inputs
set_output_delay [expr $clk_period * $clk_io_pct] -clock clk0 [all_outputs]
```
`flow/run.sh`:
```
#!/bin/bash
# OpenROAD 26Q1-2900-gdf79404cd8, Yosys 0.63+post, stock flow scripts
make -C /OpenROAD-flow-scripts/flow DESIGN_CONFIG=/design/flow/config.mk WORK_HOME=/design/flow/orfs finish
```
`flow/design.v`:
```
module dff (q, d, clk, rst);
    output         q;
    input          d;
    input          clk;
    input          rst;
    reg            state;
    assign #(1) q = state;
    always @(posedge clk) begin
      state = rst? 0 : d;
    end
endmodule
module pipe2 ( 
   q_RegWrite_s2,
   q_DMemWrite_s2,
   q_DMemEn_s2,
   q_ALUSrc2_s2,
   q_PCSrc_s2,
   q_PCImm_s2,
   q_MemToReg_s2,
   q_DMemDump_s2,
   q_Jump_s2,
   q_SESel_s2,
   q_readData1_s2,
   q_readData2_s2,
   q_extImm_s2,
   q_jBrAdd_s2,
   q_pcPlus2_out_s2,
   q_writeReg_s2,
   q_instruction_out_s2,
   q_C_in_s2,
   q_Op_s2,
   q_invA_s2,
   q_invB_s2,
   q_branch_s2,
   clk,
   rst,
   stall_s2,
   RegWrite_s2,
   DMemWrite_s2,
   DMemEn_s2,
   ALUSrc2_s2,
   PCSrc_s2,
   PCImm_s2,
   MemToReg_s2,
   DMemDump_s2,
   Jump_s2,
   SESel_s2,
   readData1_s2,
   readData2_s2,
   extImm_s2,
   jBrAdd_s2,
   pcPlus2_s2,
   writeReg_s2,
   instruction_s2,
   C_in_s2,
   Op_s2,
   invA_s2,
   invB_s2,
   branch_s2,
   currPC_s1,
   Stall4,
   Done4
   );
   input clk, rst, stall_s2, Stall4, Done4;
   input RegWrite_s2,DMemWrite_s2,DMemEn_s2,ALUSrc2_s2,PCSrc_s2,PCImm_s2,MemToReg_s2,
		 DMemDump_s2,Jump_s2,C_in_s2,invA_s2,invB_s2,branch_s2;
   input [2:0] SESel_s2,writeReg_s2,Op_s2;
   input [15:0] readData1_s2,readData2_s2,extImm_s2,jBrAdd_s2,instruction_s2,pcPlus2_s2,currPC_s1;
   output q_RegWrite_s2,q_DMemWrite_s2,q_DMemEn_s2,q_ALUSrc2_s2,q_PCSrc_s2,q_PCImm_s2,
		  q_MemToReg_s2,q_DMemDump_s2,q_Jump_s2,q_C_in_s2,q_invA_s2,q_invB_s2,q_branch_s2;
   output [2:0] q_SESel_s2,q_writeReg_s2,q_Op_s2;
   output [15:0] q_readData1_s2,q_readData2_s2,q_extImm_s2,q_jBrAdd_s2,q_pcPlus2_out_s2,q_instruction_out_s2;
   wire  d_RegWrite_s2,
		 d_DMemWrite_s2,
		 d_DMemEn_s2,
		 d_ALUSrc2_s2,
		 d_PCSrc_s2,
		 d_PCImm_s2,
		 d_MemToReg_s2,
		 d_DMemDump_s2,
		 d_Jump_s2,
		 d_invA_s2,
		 d_invB_s2,
		 d_C_in_s2,
		 d_branch_s2; 
    wire [2:0] d_SESel_s2,
			   d_Op_s2,
			   d_writeReg_s2;
    wire [15:0] d_readData1_s2,
				d_readData2_s2,
				d_extImm_s2,
				d_pcPlus2_out_s2,
				d_jBrAdd_s2,
				d_instruction_out_s2;
   assign d_RegWrite_s2 = (Stall4)   ? q_RegWrite_s2 :
                          (stall_s2) ? 1'b0 :  
                                       RegWrite_s2;
   assign d_DMemWrite_s2 = (Stall4)   ? q_DMemWrite_s2 :
                           (stall_s2) ? 1'b0 :  
                                       DMemWrite_s2;
   assign d_DMemEn_s2 = (Stall4)   ? q_DMemEn_s2 :
                        (stall_s2) ? 1'b0 :
                                     DMemEn_s2;
   assign d_ALUSrc2_s2 = (Stall4)   ? q_ALUSrc2_s2 :
                         (stall_s2) ? 1'b0         :
                                      ALUSrc2_s2;
   assign d_PCSrc_s2 =  (Stall4)   ? q_PCSrc_s2 :
                        (stall_s2) ? 1'b0 : PCSrc_s2;
   assign d_PCImm_s2 =  (Stall4)   ? q_PCImm_s2 :
                        (stall_s2) ? 1'b0 : PCImm_s2;
   assign d_MemToReg_s2 =  (Stall4)   ? q_MemToReg_s2 :
                           (stall_s2) ? 1'b0 : MemToReg_s2;
   assign d_DMemDump_s2 = (Stall4)   ?  q_DMemDump_s2 :
                          (stall_s2) ? 1'b0 : DMemDump_s2;
   assign d_Jump_s2 = (Stall4)   ? q_Jump_s2 :
                      (stall_s2) ? 1'b0 : Jump_s2;
   assign d_SESel_s2 =  (Stall4)   ? q_SESel_s2 :
                        (stall_s2) ? 3'b000 : SESel_s2;
   assign d_readData1_s2 =  (Stall4)   ? q_readData1_s2 :
                            (stall_s2) ? 16'h0000 : readData1_s2;
   assign d_readData2_s2 =  (Stall4)   ? q_readData2_s2 :
                            (stall_s2) ? 16'h0000 : readData2_s2;
   assign d_extImm_s2 = (Stall4)   ? q_extImm_s2 :
                        (stall_s2) ? 16'h0000 : extImm_s2;
   assign d_jBrAdd_s2 = (Stall4)   ? q_jBrAdd_s2 :
                        (stall_s2) ? 16'h0000 : jBrAdd_s2;
   assign d_pcPlus2_out_s2 = (Stall4)   ? q_pcPlus2_out_s2 :
                             (stall_s2) ? currPC_s1 : pcPlus2_s2;
   assign d_writeReg_s2 = (Stall4)   ? q_writeReg_s2 :
                          (stall_s2) ? 3'b000 : writeReg_s2;
   assign d_instruction_out_s2 = (Stall4)   ? q_instruction_out_s2 :
                                 (stall_s2) ? 16'h0800 : instruction_s2;
   assign d_C_in_s2 =   (Stall4)   ? q_C_in_s2 :
                        (stall_s2) ? 1'b0 : C_in_s2;
   assign d_Op_s2 = (Stall4)   ? q_Op_s2 :
                    (stall_s2) ? 3'b000 : Op_s2;
   assign d_invA_s2 = (Stall4)   ? q_invA_s2 :
                      (stall_s2) ? 1'b0 : invA_s2;
   assign d_invB_s2 = (Stall4)   ? q_invB_s2 :
                      (stall_s2) ? 1'b0 : invB_s2;
   assign d_branch_s2 = (Stall4)   ? q_branch_s2 :
                        (stall_s2) ? 1'b0 : branch_s2;
   r1_b RegWrite_s2_reg(.q(q_RegWrite_s2), .d(d_RegWrite_s2), .clk(clk), .rst(rst));
   r1_b DMemWrite_s2_reg(.q(q_DMemWrite_s2), .d(d_DMemWrite_s2), .clk(clk), .rst(rst));
   r1_b DMemEn_s2_reg(.q(q_DMemEn_s2), .d(d_DMemEn_s2), .clk(clk), .rst(rst));
   r1_b ALUSrc2_s2_reg(.q(q_ALUSrc2_s2), .d(d_ALUSrc2_s2), .clk(clk), .rst(rst));
   r1_b PCSrc_s2_reg(.q(q_PCSrc_s2), .d(d_PCSrc_s2), .clk(clk), .rst(rst));
   r1_b PCImm_s2_reg(.q(q_PCImm_s2), .d(d_PCImm_s2), .clk(clk), .rst(rst));
   r1_b MemToReg_s2_reg(.q(q_MemToReg_s2), .d(d_MemToReg_s2), .clk(clk), .rst(rst));
   r1_b DMemDump_s2_reg(.q(q_DMemDump_s2), .d(d_DMemDump_s2), .clk(clk), .rst(rst));
   r1_b Jump_s2_reg(.q(q_Jump_s2), .d(d_Jump_s2), .clk(clk), .rst(rst));
   r3_b SESel_s2_reg(.q(q_SESel_s2), .d(d_SESel_s2), .clk(clk), .rst(rst));
   r16_b readData1_s2_reg(.q(q_readData1_s2), .d(d_readData1_s2), .clk(clk), .rst(rst));
   r16_b readData2_s2_reg(.q(q_readData2_s2), .d(d_readData2_s2), .clk(clk), .rst(rst));
   r16_b extImm_s2_reg(.q(q_extImm_s2), .d(d_extImm_s2), .clk(clk), .rst(rst));
   r16_b jBrAdd_s2_reg(.q(q_jBrAdd_s2), .d(d_jBrAdd_s2), .clk(clk), .rst(rst));
   r16_b pcPlus2_s2_reg(.q(q_pcPlus2_out_s2), .d(d_pcPlus2_out_s2), .clk(clk), .rst(rst));
   r3_b writeReg_s2_reg(.q(q_writeReg_s2), .d(d_writeReg_s2), .clk(clk), .rst(rst));
   r16_b instruction_s2_reg(.q(q_instruction_out_s2), .d(d_instruction_out_s2), .clk(clk), .rst(rst));
   r1_b C_in_s2_reg(.q(q_C_in_s2), .d(d_C_in_s2), .clk(clk), .rst(rst));
   r3_b Op_s2_reg(.q(q_Op_s2), .d(d_Op_s2), .clk(clk), .rst(rst));
   r1_b invA_s2_reg(.q(q_invA_s2), .d(d_invA_s2), .clk(clk), .rst(rst));
   r1_b invB_s2_reg(.q(q_invB_s2), .d(d_invB_s2), .clk(clk), .rst(rst));
   r1_b branch_s2_reg(.q(q_branch_s2), .d(d_branch_s2), .clk(clk), .rst(rst));
endmodule
module r16_b(q, d, clk, rst);
    input [15:0] d;
    input clk, rst;
    output [15:0] q;
    dff dff0 (.q(q[0]),  .d(d[0]),  .clk(clk), .rst(rst)),
        dff1 (.q(q[1]),  .d(d[1]),  .clk(clk), .rst(rst)),
        dff2 (.q(q[2]),  .d(d[2]),  .clk(clk), .rst(rst)),
        dff3 (.q(q[3]),  .d(d[3]),  .clk(clk), .rst(rst)),
        dff4 (.q(q[4]),  .d(d[4]),  .clk(clk), .rst(rst)),
        dff5 (.q(q[5]),  .d(d[5]),  .clk(clk), .rst(rst)),
        dff6 (.q(q[6]),  .d(d[6]),  .clk(clk), .rst(rst)),
        dff7 (.q(q[7]),  .d(d[7]),  .clk(clk), .rst(rst)),
        dff8 (.q(q[8]),  .d(d[8]),  .clk(clk), .rst(rst)),
        dff9 (.q(q[9]),  .d(d[9]),  .clk(clk), .rst(rst)),
        dff10(.q(q[10]), .d(d[10]), .clk(clk), .rst(rst)),
        dff11(.q(q[11]), .d(d[11]), .clk(clk), .rst(rst)),
        dff12(.q(q[12]), .d(d[12]), .clk(clk), .rst(rst)),
        dff13(.q(q[13]), .d(d[13]), .clk(clk), .rst(rst)),
        dff14(.q(q[14]), .d(d[14]), .clk(clk), .rst(rst)),
        dff15(.q(q[15]), .d(d[15]), .clk(clk), .rst(rst));
endmodule
module r1_b(q, d, clk, rst);
    input d;
    input clk, rst;
    output q;
    dff dff0 (.q(q),  .d(d),  .clk(clk), .rst(rst));
endmodule
module r3_b(q, d, clk, rst);
    input [2:0] d;
    input clk, rst;
    output [2:0] q;
    dff dff0 (.q(q[0]),  .d(d[0]),  .clk(clk), .rst(rst)),
        dff1 (.q(q[1]),  .d(d[1]),  .clk(clk), .rst(rst)),
        dff2 (.q(q[2]),  .d(d[2]),  .clk(clk), .rst(rst));
endmodule
```
`flow/config.mk`:
```
export PLATFORM = sky130hd
export DESIGN_NAME = pipe2
export DESIGN_NICKNAME = pipe2
export VERILOG_FILES = /design/flow/design.v
export SDC_FILE = /design/flow/constraint.sdc
export NUM_CORES = 4
export LEC_CHECK = 1
export CORE_AREA = 10 10 175 175
export DIE_AREA = 0 0 185 185
```
==> flow_summary.toml <==
# generated from flow reports
[outcome]
outcome = "finished, final reports clean"

[final_timing]
setup_ws_ns = 0.0337
hold_violations = 0
maxSlewHeadroom_pct = 76.3
final.setup.tns_ns = 0
layout_min_cycle_time_ns = 1.07
clock_skew_ns = 0
fmax_mhz = 938
drv_slew = 0
tightestPinTransition_ns = 0.356
period_used_pct = 96.9
rsz0062_at_grt = "true"
setup_viol = 0

[worst_setup_path]
worstPathBufferInverterCount = 1
reg2reg_to = "pcPlus2_s2_reg.dff5.state"
crit_chain = "buf_2"
path_delay_family = "flip-flops"
cp-endpoint = "q_extImm_s2[13]"
startpoint = "extImm_s2_reg.dff13.state"
max_stage_delay_ns = 0.34
crit_slowest_cell = "dfxtp_2"
cp_num_cells = 1
r2r_start = "pcPlus2_s2_reg.dff5.state"
cp.arrival_ns = 0.85
path_class = "reg -> out"
reg2reg_slack_ns = 0.39
cp_max_fo = 2
critPathCaptureType = "primary output"
start_kind = "flip-flop"
reg2reg_depth = 3
crit_required_ns = 0.88

[final_layout]
drive_gt1_share_pct = 39.6
design_area_sq_um = 8170
n_fill_cell = 2778
logic_area_sq_um = 2170
regArea_sq_um = 2510
utilization_pct = 30.4
syn_to_final_growth_pct = 46.4

[synth]
yosys.cell_types.count = 16
ys_cells = 629
ys_ff = 118
topCellsByArea = "dfxtp_1 42%, or3b_1 15%, buf_4 14%"
synth_warnings = 1
synthCells = 629
yosysTopAreaCell = "dfxtp_1"
ys_seq_share_pct = 42.3
syn_area_sq_um = 5580
avgSynthCellArea_sq_um = 8.88
synth_chip_area_sq_um = 5580
synth_top_area_share_pct = 42.3

[drt]
wl_met1_microns = 7400
highest_layer = "met4"
diodes = 0
wl_per_cell_microns = 15.4
drc = 0
viasPerCell = 3.97
wl_microns = 17600
met3_length_microns = 1840
ant_nets = 0
drt_iter0_drc = 92
vias = 4529
drt_first_pass_iters = 4
dr_wl_met2_microns = 8170

[die]
rows = 60
die_area_sq_um = 34200
die_h_microns = 185
core_sq_um = 26900
fp_util_pct = 20.8
ioPinCount = 257
die_width_microns = 185

[clock_tree]
cts_root_buf = "clkbuf_16"
clockBufferDepth = 2
clk_latency_ns = 0.40
clkTransAtPathRegs_ns = 0.06
cts-htree-levels = 4
numCtsBuffers = 17
cts_tree = "done"
clock-sinks = 118
hold_buffers = 0

[job]
cap_viol_max_count = 0
warnings = 28

[worst_hold_path]
hp-class = "in -> reg"

[place]
dp_hpwl_microns = 12700
postPlaceCellArea_sq_um = 7830
numPortBuffers = 255
routabilityCongestion = 0.784
dp_slack_ns = -0.231

[global_route]
gr-usage-all-layers_pct = 9.89
antenna_found_initial = 0
grt_pass1_wl_microns = 26700
grt_max_degree = 61
grt_pass1_vias = 4487
grt-ovfl-total = 0

[pwr]
p_per_area_nw_per_um2 = 1440
ir_worst_vdd_mv = 0.821
leakage_nw = 3.35
==> synth_stat cells <==
cell	count
dfxtp_1	118
buf_4	105
a21oi_1	101
nand2_1	101
or3b_1	93
clkbuf_1	25
nor2b_1	17
a211oi_1	16
mux2i_1	16
buf_2	14
or3b_2	8
clkbuf_2	7
buf_6	3
buf_8	2
nor3_1	2
inv_1	1
==> metrics by stage <==
stage,hold WS (ns),instances,power [mW]
after detailed placement,0.449,1095,6.22
after floorplan,0.423,629,5.35
final,0.206,1141,11.8
after global routing,0.205,1141,12.4
after CTS,0.188,1140,12.0
after global placement,0.446,1095,6.22
==> layout by cell type (no fill, tap or decap) <==
cell type / count
buf_6: 13
buf_2: 106
nor2b_1: 17
or3b_1: 93
clkinvlp_4: 2
clkbuf_8: 3
buf_12: 10
a21oi_1: 101
nor3_1: 2
clkinv_2: 4
inv_1: 1
bufinv_16: 3
buf_4: 33
dfxtp_2: 118
nand2_1: 101
mux2i_1: 16
clkbuf_16: 17
or3b_2: 8
clkbuf_1: 2
clkdlybuf4s50_1: 134
a211oi_1: 16
==> how the worst min path moves through the flow <==
stage       from                           to  slack, ns  cells past startpoint
6_report  Stall4  readData1_s2_reg.dff1.state       0.21                      3
4_1_cts   Stall4  readData1_s2_reg.dff1.state       0.19                      3
5_1_grt   Stall4  readData1_s2_reg.dff1.state       0.21                      3
==> cell families after synthesis <==
| group | synth area share [%] |
|---|---|
| AOI/OAI and AO/OA | 11.2 |
| buffers and inverters | 18.9 |
| DFF | 42.3 |
| muxes | 2.87 |
| and+or+nand+nor | 24.7 |
==> routing by layer <==
metal	vias to the layer above	track usage, %
li1	2346	-
met2	149	15.7
met1	2023	12.4
met5	-	0
met4	0	1.14
met3	11	4.62
==> power by group <==
group | switching, mW | internal (mW)
clock network | 2.02 | 3.72
registers | 0.0850 | 4.50
logic | 0.517 | 0.912
total | 2.62 | 9.13
==> final cells by class <==
cell class                      count  share of cell area (%)
Tap cell                          341                    5.22
Clock buffer                       22                    5.80
Timing Repair Buffer              296                    30.2
Sequential cell                   118                    30.7
Clock inverter                      9                    1.53
Inverter                            1                  0.0459
Multi-Input combinational cell    354                    26.5
==> timing repair <==
| item | CTS | global route |
|---|---|---|
| gates resized | 515 | 12 |
| buffers inserted | 14 | 1 |
| setup endpoints to repair | 118 | 22 |
Power is estimated from default activity; no workload was simulated.
